--- flow/design.v ---
module Clock_Divider(input logic [31:0] divider, input logic base_clock, output logic clock);
logic [31:0] counter = 32'd0;
always_ff@(posedge base_clock) begin
  counter <= counter + 1;
  if(counter >= divider) begin
    clock <= ~clock;
    counter <= 32'b0;
  end
end
endmodule
module FPGA_mini_games(
      output             ADC_CONVST,
      output             ADC_DIN,
      input              ADC_DOUT,
      output             ADC_SCLK,
      input              AUD_ADCDAT,
      inout              AUD_ADCLRCK,
      inout              AUD_BCLK,
      output             AUD_DACDAT,
      inout              AUD_DACLRCK,
      output             AUD_XCK,
      input              CLOCK2_50,
      input              CLOCK3_50,
      input              CLOCK4_50,
      input              CLOCK_50,
      output      [12:0] DRAM_ADDR,
      output      [1:0]  DRAM_BA,
      output             DRAM_CAS_N,
      output             DRAM_CKE,
      output             DRAM_CLK,
      output             DRAM_CS_N,
      inout       [15:0] DRAM_DQ,
      output             DRAM_LDQM,
      output             DRAM_RAS_N,
      output             DRAM_UDQM,
      output             DRAM_WE_N,
      output             FAN_CTRL,
      output             FPGA_I2C_SCLK,
      inout              FPGA_I2C_SDAT,
      inout     [35:0]         GPIO_0,
      inout     [35:0]         GPIO_1,
      output      [6:0]  HEX0,
      output      [6:0]  HEX1,
      output      [6:0]  HEX2,
      output      [6:0]  HEX3,
      output      [6:0]  HEX4,
      output      [6:0]  HEX5,
      input              IRDA_RXD,
      output             IRDA_TXD,
      input       [3:0]  KEY,
      output      [9:0]  LEDR,
      inout              PS2_CLK,
      inout              PS2_CLK2,
      inout              PS2_DAT,
      inout              PS2_DAT2,
      input       [9:0]  SW,
      input              TD_CLK27,
      input      [7:0]  TD_DATA,
      input             TD_HS,
      output             TD_RESET_N,
      input             TD_VS,
      output      [7:0]  VGA_B,
      output             VGA_BLANK_N,
      output             VGA_CLK,
      output      [7:0]  VGA_G,
      output             VGA_HS,
      output      [7:0]  VGA_R,
      output             VGA_SYNC_N,
      output             VGA_VS
);
logic clk_1ms;
Clock_Divider clock_1khz(.divider(32'd50000), .base_clock(CLOCK_50), .clock(clk_1ms));
logic clk_1s;
Clock_Divider clock_1hz(.divider(32'd50000000), .base_clock(CLOCK_50), .clock(clk_1s));
logic [3:0] delay_code;
logic new_number;
lfsr random_number(.clk(clk_1ms), .new_number(new_number), .lfsr(delay_code));
logic delay_done;
delay_timer delay(.delay_code(delay_code), .clk(clk_1ms), .delay_done(delay_done));
logic rflag;
logic [2:0] hex_instructions;
game1_fsm game1(.clk(CLOCK_50), .switch(SW[9]), .key(KEY[0]), .delay_done(delay_done), .rflag(rflag), .hex_instructions(hex_instructions), .new_number(new_number));
HEX_controller display(.hex_instructions(hex_instructions), .HEX0(HEX0), .HEX1(HEX1), .HEX2(HEX2), .HEX3(HEX3), .HEX4(HEX4), .HEX5(HEX5));
endmodule
module HEX_controller(input logic [2:0] hex_instructions, output logic [6:0] HEX0, HEX1, HEX2, HEX3, HEX4, HEX5);
always_comb begin
    case(hex_instructions)
        3'b000: begin  
            HEX5 = 7'b1111111;;
            HEX4 = 7'b1111111;;
            HEX3 = 7'b1111111;;
            HEX2 = 7'b1111111;;
            HEX1 = 7'b1111111;;
            HEX0 = 7'b1111111;;
        end
        3'b001: begin  
            HEX5 = 7'b1111111;;
            HEX4 = 7'b1111111;;
            HEX3 = 7'b0001100;;
            HEX2 = 7'b1000111;;
            HEX1 = 7'b0001000;;
            HEX0 = 7'b0010001;;
        end
        3'b010: begin  
            HEX5 = 7'b0100100;;
            HEX4 = 7'b1111111;;
            HEX3 = 7'b0010010;;
            HEX2 = 7'b1000000;;
            HEX1 = 7'b1000000;;
            HEX0 = 7'b1001000;;
        end
        3'b100: begin  
            HEX5 = 7'b1111001;;
            HEX4 = 7'b1111001;;
            HEX3 = 7'b1111001;;
            HEX2 = 7'b1111001;;
            HEX1 = 7'b1111001;;
            HEX0 = 7'b1111001;;
        end
        default: begin
            HEX5 = 7'b1111111;;
            HEX4 = 7'b1111111;;
            HEX3 = 7'b1111111;;
            HEX2 = 7'b1111111;;
            HEX1 = 7'b1111111;;
            HEX0 = 7'b1111111;;
        end
    endcase
end
endmodule
module delay_timer(input logic [3:0] delay_code, input logic clk, output logic delay_done);
    reg [31:0] delay_ms = 32'd0;
    reg [31:0] counter = 32'd0;
    always_ff @(posedge clk) begin
        if(counter == delay_ms) begin
            counter <= 32'd0;
            delay_done <= 1'b1;
        end
        else begin
            counter <= counter + 1;
            delay_done <= 1'b0;
        end
    end
    always_comb begin
        case(delay_code)
            4'd0: begin
                delay_ms = 32'd1000;
            end
            4'd1: begin
                delay_ms = 32'd1125;
            end
            4'd2: begin
                delay_ms = 32'd1250;
            end
            4'd3: begin
                delay_ms = 32'd1375;
            end
            4'd4: begin
                delay_ms = 32'd1500;
            end
            4'd5: begin
                delay_ms = 32'd1625;
            end
            4'd6: begin
                delay_ms = 32'd1750;
            end
            4'd7: begin
                delay_ms = 32'd1875;
            end
            4'd8: begin
                delay_ms = 32'd2000;
            end
            4'd9: begin
                delay_ms = 32'd2125;
            end
            4'd10: begin
                delay_ms = 32'd2250;
            end
            4'd11: begin
                delay_ms = 32'd2375;
            end
            4'd12: begin
                delay_ms = 32'd2500;
            end
            4'd13: begin
                delay_ms = 32'd2625;
            end
            4'd14: begin
                delay_ms = 32'd2750;
            end
            4'd15: begin
                delay_ms = 32'd2875;
            end
        endcase
    end
endmodule
module game1_fsm (input logic clk, switch, key, delay_done, output logic rflag, new_number, output logic [2:0] hex_instructions);
    enum logic [8:0] {
        off = 9'b0000_0_0_000,
        idle = 9'b0001_0_0_000,
        start_delay = 9'b0010_1_0_000,
        click = 9'b0011_0_1_001,
        too_soon = 9'b0100_0_0_010,
        display_reaction_time = 9'b0101_0_0_100
    } current_state;
    assign hex_instructions = current_state[2:0];  
    assign rflag = current_state[3];
    assign new_number = current_state[4];
    always_ff @(posedge clk) begin
        if(~switch) current_state <= off;
        else begin
        case(current_state)
            idle: begin
                if(~key) current_state <= start_delay;
                else current_state <= idle;
            end
            start_delay: begin
                if(~key && ~delay_done) current_state <= too_soon;
                else if (delay_done) current_state <= click;
                else current_state <= start_delay;
            end
            click: begin
                if(~key) current_state <= display_reaction_time;
                else current_state <= click;
            end
            too_soon: begin
                if(~key) current_state <= start_delay;
                else current_state <= too_soon;
            end
            display_reaction_time: begin
                current_state <= current_state;
            end
            default: current_state <= idle;
        endcase
        end
    end
endmodule
module lfsr (input logic clk, input logic new_number , output logic [3:0] lfsr);
	wire feedback = lfsr[0] ^ lfsr[3];
	reg [3:0] val = 4'b0001;
	always_ff @(posedge clk) begin
		val <= {feedback, val[3:1]};
		if (new_number) lfsr <= feedback;
	end
endmodule
--- flow/run.sh ---
#!/bin/bash
# OpenROAD 26Q1-2900-gdf79404cd8, Yosys 0.63+post, stock flow scripts
make -C /OpenROAD-flow-scripts/flow DESIGN_CONFIG=/design/flow/config.mk WORK_HOME=/design/flow/orfs finish
--- flow/config.mk ---
export PLATFORM = sky130hd
export DESIGN_NAME = FPGA_mini_games
export DESIGN_NICKNAME = FPGA_mini_games
export VERILOG_FILES = /design/flow/design.v
export SDC_FILE = /design/flow/constraint.sdc
export NUM_CORES = 4
export LEC_CHECK = 1
export CORE_UTILIZATION = 30
--- flow/constraint.sdc ---
current_design FPGA_mini_games

set clk_period 4.1
set clk_io_pct 0.2

create_clock -name clk0 -period $clk_period [get_ports {CLOCK_50}]

set non_clock_inputs [all_inputs -no_clocks]
set_input_delay [expr $clk_period * $clk_io_pct] -clock clk0 $non_clock_inputs
set_output_delay [expr $clk_period * $clk_io_pct] -clock clk0 [all_outputs]
==> flow_metrics.py <==
# Auto-generated metrics
metrics = {
    "synth": {
        "syn_inst": 414,
        "ys_types": 40,
        "syn_area_um2": 3730,
        "ys_cells": 414,
        "yosysWarnings": 76,
        "ys_chip_area_um2": 3730,
        "ys_seq_frac": 0.394,
        "syn_avg_cell_area_um2": 9.01,
        "synth_flops": 73,
    },
    "route": {
        "vias_per_cell": 4.08,
        "wl_per_cell_um": 8.73,
        "vias": 2502,
        "drc": 0,
        "wl_um": 5350,
        "n_antenna_cell": 0,
        "antenna_left": 0,
        "drt_iter0_drc": 62,
        "detail_route.first_pass.iterations": 4,
    },
    "placed_design": {
        "portBuffers": 37,
        "place_hpwl_um": 3870,
        "routabilityCongestion": 0.809,
        "post-place-ws_ps": 1460,
        "placed_area_um2": 3890,
    },
    "critical_path": {
        "worst-setup-path-type": "register to output pin",
        "crit_chain": "nor3b_1, inv_1, and2_1, clkdlybuf4s50_1",
        "cpMaxStageDelayCell": "nor3b_1",
        "cp-startpoint": "game1.current_state[1]",
        "start_kind": "register",
        "crit_end": "HEX1[1]",
        "required_ps": 3280,
        "cp_max_fo": 9,
        "r2r-end": "clock_1khz.clock",
        "rr_worst_depth": 3,
        "r2r_slack_ps": 2010,
        "crit_arrival_ps": 2110,
        "endpoint_kind": "output pin",
        "path_buffers": 2,
        "path_depth": 4,
        "cpLargestDelayFamily": "simple AND/OR/NAND/NOR gates",
        "cpPeakStageDelay_ps": 520,
        "timing.rr.start": "clock_1khz.counter[27]",
    },
    "final_layout": {
        "layout_top_cell": "conb_1",
        "layout_top_cells": "94 x conb_1, 72 x dfxtp_1, 39 x xnor2_1",
        "area_growth_syn_to_layout_pct": 8.76,
        "comb_area_um2": 1750,
        "final_area_um2": 4060,
        "drive_above_1_share": 0.0427,
        "utilization": 0.336,
        "fill_cells": 1202,
        "final-seq-area_um2": 1470,
    },
    "pwr": {
        "switching_share": 0.189,
        "p_total_mw": 0.861,
        "ir_worst_vdd_mv": 0.196,
        "leakagePower_nw": 1.55,
        "p_switching_mw": 0.163,
        "seqPwrFrac": 0.470,
        "p_int_mw": 0.698,
        "p_clk_frac": 0.508,
        "combPwrFrac": 0.021,
        "p_per_area_nw_per_um2": 212,
    },
    "cts": {
        "clk_pin_slew_ps": 60,
        "cts_buffers": 5,
        "worst_skew_pair.late_latency_ps": 280,
        "cts-resized-gates": 0,
        "cts_root_buffer": "clkbuf_16",
        "cts_htree_levels": 2,
        "hold_buffers": 0,
        "cts_tree": "yes",
        "cts.path.max_buffers": 2,
        "cts_setup_buffers": 0,
    },
    "timing": {
        "period_used_share": 0.714,
        "worst_slew_pin_slew_ps": 867,
        "fin_crit_ps": 2930,
        "max-slew-margin-rel": 0.420,
        "unclocked_regs": 33,
        "rsz0062_at_grt": "no",
        "timing.fmax_mhz": 342,
        "finalHoldViolCount": 0,
        "setup-tns-final_ps": 0,
        "finalSetupViolCount": 0,
        "skew_ps": 4.33,
        "slew_viol_final": 0,
        "setup_ws_ps": 1170,
        "untimed_endpoints": 129,
    },
    "job": {
        "tool_warnings": 153,
        "cap_violations": 0,
    },
    "die": {
        "core.rowCount": 40,
        "coreArea_um2": 12100,
        "fp.dieW_um": 114,
        "fp-utilization": 0.309,
        "die_y_um": 114,
        "num_io_pins": 241,
        "dieArea_um2": 12900,
    },
    "min_path": {
        "holdCritStartpoint": "clock_1khz.counter[15]",
        "min_path_type": "register to register",
    },
    "global_route": {
        "grt_antenna_before_repair": 0,
        "grt_pass1_vias": 2014,
        "grt_overflow": 0,
        "grt_max_degree": 35,
        "track_usage": 0.0833,
        "grt_first_pass_wirelength_um": 9040,
    },
    "status": {
        "outcome": "finished, final reports clean",
    },
}
## final cells by class
cell class	instances	share of cell area
tap	168	0.0518
timing repair buffer	41	0.0987
inverter	15	0.0139
sequential	73	0.363
multi-input combinational	308	0.431
clock buffer	5	0.0308
clock inverter	3	0.0111
## sequential cells by signal (all words and copies together) (netlist names)
| name | cells |
|---|---|
| clock_1khz.counter | 32 |
| game1.current_state | 7 |
| clock_1khz.clock | 1 |
| delay.counter | 32 |
| delay.delay_done | 1 |
## synthesized netlist by cell type
| cell | instances | area, um^2 |
|---|---|---|
| buf_4 | 103 | 773 |
| a21oi_1 | 4 | 20.0 |
| a2111o_1 | 1 | 11.3 |
| nor4_1 | 18 | 113 |
| o31ai_1 | 1 | 7.51 |
| o21bai_1 | 1 | 7.51 |
| and4_1 | 1 | 8.76 |
| a2bb2oi_1 | 1 | 8.76 |
| buf_1 | 1 | 3.75 |
| nor4_2 | 1 | 12.5 |
| nand4b_1 | 2 | 17.5 |
| or2_2 | 2 | 12.5 |
| edfxtp_1 | 1 | 30.0 |
| and3b_1 | 1 | 8.76 |
| or3b_2 | 1 | 8.76 |
| o221a_2 | 1 | 11.3 |
| clkbuf_1 | 6 | 22.5 |
| nand2_1 | 19 | 71.3 |
| ha_1 | 4 | 50.1 |
| a21o_1 | 2 | 15.0 |
| nor2_1 | 19 | 71.3 |
| nor3_2 | 1 | 10.0 |
| xor2_1 | 6 | 52.6 |
| dfxtp_1 | 72 | 1440 |
| nor3_4 | 1 | 16.3 |
| nor4b_1 | 3 | 26.3 |
| nand4_1 | 22 | 138 |
| conb_1 | 2 | 7.51 |
| inv_1 | 15 | 56.3 |
| and2_1 | 5 | 31.3 |
| or4_1 | 2 | 15.0 |
| and3_1 | 5 | 31.3 |
| xnor2_1 | 39 | 342 |
| nand2b_1 | 3 | 18.8 |
| o21ai_0 | 3 | 15.0 |
| nor3_1 | 23 | 115 |
| nand3_1 | 14 | 70.1 |
| nor3b_1 | 4 | 30.0 |
| nor2b_1 | 1 | 6.26 |
| o21a_1 | 3 | 22.5 |
## metrics by stage
stage / hold slack [ps] / instances
floorplan: 498 / 506
global placement: 528 / 605
detailed placement: 540 / 605
CTS: 561 / 613
global route: 575 / 613
finish: 552 / 613
## logic make-up after synthesis
kind of cell / synth area share
xor gates and xnor gates: 0.106
AOI/OAI and AO/OA: 0.0319
and+or+nand+nor: 0.223
adders and majority gates: 0.0134
other: 0.00201
buffers and inverters: 0.229
DFF: 0.394
## layer usage
layer | GRT usage | vias up | wire, um
met4 | 0.00614 | 0 | 29
met5 | 0 | - | 0
li1 | - | 1273 | -
met3 | 0.0114 | 4 | 370
met2 | 0.135 | 103 | 2270
met1 | 0.126 | 1122 | 2680
## tightest hold or removal path: stages, from the launching register on
cell,delay (ps)
dfxtp_1,320
xnor2_1,150
nor3_1,40
## power by group through the flow
stage         Combinational, mW  Sequential, mW  Clock, mW
global route             0.0242           0.406      0.463
finish                   0.0183           0.405      0.438
CTS                      0.0192           0.405      0.446
## worst min path at each step
stage	endpoint	slack (ps)	cells after the start
CTS	clock_1khz.counter[0]	560	1
global route	clock_1khz.counter[15]	570	2
finish	clock_1khz.counter[15]	550	2
Power and IR drop assume default switching activity.
